===== ./config.mk =====
export PLATFORM = sky130hd
export DESIGN_NAME = FSM
export DESIGN_NICKNAME = FSM
export VERILOG_FILES = /design/flow/design.v
export SDC_FILE = /design/flow/constraint.sdc
export NUM_CORES = 4
export LEC_CHECK = 1
export CORE_UTILIZATION = 50

===== ./constraint.sdc =====
current_design FSM

set clk_period 5.3
set clk_io_pct 0.2

create_clock -name clk0 -period $clk_period [get_ports {clock}]

set non_clock_inputs [all_inputs -no_clocks]
set_input_delay [expr $clk_period * $clk_io_pct] -clock clk0 $non_clock_inputs
set_output_delay [expr $clk_period * $clk_io_pct] -clock clk0 [all_outputs]

===== ./design.v =====
`timescale 1ns / 1ps
module BinarytoBCD(
    input [7:0] binaryinput,
    output [3:0] minutes,
    output [3:0] seconds_tens,
    output [3:0] seconds_ones
    );
    wire [5:0] seconds;
    assign seconds = binaryinput % 60;
    assign minutes = binaryinput / 60;
    assign seconds_tens = seconds / 10;
    assign seconds_ones = seconds % 10;
endmodule
`timescale 1ns / 1ps
module CountdownTimer(
    input clock,
    input [7:0] switches,
    input set, reset,
    output [6:0] seven_segment_second_ones, seven_segment_second_tens,
seven_segment_minutes
    );
    wire [3:0] minutes;
    wire [3:0] seconds_tens;
    wire [3:0] seconds_ones;
    reg [7:0] switches2;
    reg [7:0] switches3;
    reg [1:0] state;
    BinarytoBCD B1(switches2, minutes, seconds_tens, seconds_ones);
    seven_segment_display S1(minutes, seven_segment_minutes);
    seven_segment_display S2(seconds_tens, seven_segment_second_tens);
    seven_segment_display S3(seconds_ones, seven_segment_second_ones);
    initial begin
        state = 0;
    end
    always @(posedge reset or posedge set)
    begin
        if (reset)
        begin
            state <= 0;
        end
        else if(set)
        begin
            if (state == 0 || state == 2)
                state = 1;
            else if (state == 1)
                state = 2;
        end
    end
    always @(posedge clock)
    begin
        if (state == 0)
            switches2 = 0;
        else if (state == 2)
            if (switches2 == 0)
               switches2 = 0; 
         else switches2 = switches2 - 1;
        else if (state == 1)
            switches2 = switches;
        else if (state == 3)
            switches2 = 0;
     end
endmodule
`timescale 1ns / 1ps
module FSM(
    input clock, set, reset,
    input [7:0] switch_number,
    output reg [6:0] cathode,
    output reg [7:0] anode
    );
    reg [3:0] four_bit_number;
    reg [1:0] state;
    wire [6:0] minutes, seconds_tens, seconds_ones;
    wire newclock, newclock2;
    wire clean, clean2;
    clk_divider D1(clock, reset, newclock);
    clk_divider2 D2(clock, reset, newclock2);
    debouncer d1(clock, reset, clean);
    debouncer d2(clock, set, clean2);
    CountdownTimer C1(newclock, switch_number, clean, clean2, seconds_ones, seconds_tens, minutes);
    initial begin
        state = 0;
        anode = 8'b11111111;
    end
    always @(posedge newclock2) begin
        if (state == 2'b00)begin
            cathode <= seconds_ones;
            anode = 8'b11111110;
            state <= state + 1;
        end
        else if (state == 2'b01)begin
            cathode <= seconds_tens;
            anode = 8'b11111101;
            state <= state + 1;
        end
        else if (state == 2'b10)begin
            cathode <= minutes;
            anode = 8'b11111011;
            state = 0;
        end
    end
endmodule
`timescale 1ns / 1ps
module clk_divider(
	input clk_in,
	input rst,
	output reg divided_clk
    );
parameter toggle_value = 50000000;  
reg[32:0] cnt;
always@(posedge clk_in or posedge rst)
begin
	if (rst==1) begin
		cnt <= 0;
		divided_clk <= 0;
	end
	else begin
		if (cnt==toggle_value) begin
			cnt <= 0;
			divided_clk <= ~divided_clk;
		end
		else begin
			cnt <= cnt +1;
			divided_clk <= divided_clk;		
		end
	end
end
endmodule
`timescale 1ns / 1ps
module clk_divider2(
	input clk_in,
	input rst,
	output reg divided_clk
    );
parameter toggle_value = 50000;  
reg[32:0] cnt;
always@(posedge clk_in or posedge rst)
begin
	if (rst==1) begin
		cnt <= 0;
		divided_clk <= 0;
	end
	else begin
		if (cnt==toggle_value) begin
			cnt <= 0;
			divided_clk <= ~divided_clk;
		end
		else begin
			cnt <= cnt +1;
			divided_clk <= divided_clk;		
		end
	end
end
endmodule
`timescale 1ns / 1ps
module debouncer(
    input clk, button,
    output reg clean = 1'b0
);
    reg [16:0] counter;
    parameter max = 100;
    always@(posedge clk)
    begin
        if (button == clean)begin
            counter = 0;
        end
        else if (counter == max)begin
            clean = button;
        end
        else begin
            counter = counter + 1;
        end
    end
endmodule
`timescale 1ns / 1ps
module seven_segment_display(
    input[3:0] bcd_input,
    output reg [6:0] cathode
    );
    initial begin
        cathode = 7'b0000001;
    end
    always @(bcd_input) begin
        case(bcd_input)
            0:cathode<=7'b0000001;
            1:cathode<=7'b1001111;
            2:cathode<=7'b0010010;
            3:cathode<=7'b0000110;
            4:cathode<=7'b1001100;
            5:cathode<=7'b0100100;
            6:cathode<=7'b0100000;
            7:cathode<=7'b0001111;
            8:cathode<=7'b0000000;
            9: cathode<=7'b0000100;
            default: cathode <= 7'b1111111;
        endcase
    end
endmodule

===== ./run.sh =====
#!/bin/bash
# OpenROAD 26Q1-2900-gdf79404cd8, Yosys 0.63+post, stock flow scripts
make -C /OpenROAD-flow-scripts/flow DESIGN_CONFIG=/design/flow/config.mk WORK_HOME=/design/flow/orfs finish

==> notes.md <==
The flow run is done. In the final report, the number of endpoints failing setup comes to 0. The pin closest to its max-slew limit shows a slew of 0.679 ns. First-pass iteration count of the detailed router landed at 4.

The final power report lists total power as 0.00151 W. Setup slack closes at 2.93 ns. Clock transition time at the flip-flop clock pins of the worst setup and hold paths landed at 0.07 ns. The timer found 22 register pins that no clock reaches; their paths are not timed. Setup total negative slack landed at 0 ns. The worst setup path is captured at a flop.

Power density normalized to cell area landed at 189 nW/um^2. The worst path uses 44.8% of the clock period. Placement row count landed at 43.

The slew check shows that the tightest pin keeps a relative margin of 54.3%. Number of buffers created by CTS landed at 9. Buffer count from post-CTS setup fixing landed at 0. Number of top-level design ports landed at 26. Per the timing report, the achievable frequency comes out to 0.421 GHz.

Of the combinational cells, the family taking the most area is simple AND/OR/NAND/NOR gates. The congestion estimate from routability-driven global placement came to 0.913. From bottom edge to top edge, the die measures 123 um. Average footprint of a synthesized cell landed at 9.26 um^2. Count of input and output buffers landed at 20. Number of warnings in the stage logs landed at 47. The wire-length estimate of the detail-placed layout is 10,100 um.

For reference, the final report shows the hold violation count at 0. For reference, the most critical setup path is categorized as flop to flop. Setup repair after global routing left no endpoint under its margin. No sink is reached through more buffers than the 2 on the longest clock path. Of all flip-flops after synthesis, the portion carrying an async set or reset was 55.6%.

Sequential elements use 40.6% of the synthesized area. Simple-gate share of the synthesized area landed at 22.6%. TritonCTS built the clock tree. Entering global routing, the biggest net connects 42 pins. The type recorded for the worst min-delay path is flop to flop. Global-route track usage on met3 landed at 3.11%. Synthesis produced 793 cells. All-layer global routing usage landed at 20.3%. In this run, synthesis inferred 11 flip-flops with an integrated enable.

Number of pins exceeding their max-slew limit in the final report landed at 0. Per the detailed placement report, the placed cell area equals 7690 um^2. The flow ran to the end, and the final reports show no timing, DRC or antenna violations.

Yosys stat counts 793 cells in the synthesized netlist. Per the layout report, the design carries 1,196 filler cells. At the worst endpoint, the required time is 5.53 ns. Clock period minus worst slack landed at 2.37 ns. Hold timing on the final database bottoms out at a slack of 0.475 ns.

The OpenROAD report gives the critical path a data arrival time of 2.60 ns. Per-cell via count in the routed design landed at 5.49. DRC marker count from the first detailed-route iteration landed at 381.

Number of unconstrained endpoints landed at 41. In the global route stage, met2 resource usage came out at 29.0%. After clock tree synthesis, the flow added hold-fix buffers numbering 0. The synthesis report lists the Yosys warning total as 6.

The die is 123 um wide. Synthesis-stage register bit count landed at 126. The count of nets left with antenna violations once routing finished came out at 0.

The report counts max-capacitance violations totalling 0. The synthesized netlist has a Yosys-reported chip area of 7340 um^2. Area fraction in xor and xnor cells landed at 12.5%. Mux share of post-synthesis cell area landed at 1.70%.

The via count of the first global-routing pass is 5,029. Among all flip-flop cells after synthesis, the most frequent one is dfrtp_1. STA classifies the critical path startpoint as a flop. Worst setup slack before clock tree synthesis landed at 2.76 ns. The H-tree was split into 3 levels. In this run, the synthesized area fraction spent on AND-OR/OR-AND gates is recorded as 12.2%.

Area growth from synthesis to final layout landed at 8.95%. Leakage power total landed at 3.33 nW. STA lists the maximum fanout along the critical path as 6. Overflow left after global routing landed at 0. Across all layers, the routed design uses 5,478 vias. The initial antenna violation count was 0. Initial core utilization landed at 52.1%.

Counting distinct cell types in the post-synthesis netlist gives 80. Setup clock skew after layout landed at 0.00943 ns. The mapped netlist covers 7340 um^2. Worst vdd rail ir drop landed at 0.187 mV.

On met1, the global router reports a usage of 34.1%. DRC violation count after routing landed at 0. The region available for standard cell placement spans 14,100 um^2.

As reported, the later end of the worst-skew pair has a clock insertion delay of 0.35 ns. Global-route wire length before repair landed at 23,700 um. Adder and majority gate portion of the synthesized area landed at 6.31%. Total wirelength of the detailed-routed design landed at 13,700 um. In the final layout, the share of cells above drive strength 1 is 6.73%. In this run the full chip footprint comes out at 15,200 um^2. In this run the most used layer during global routing was met1. In this run, post-CTS repair resized a total of 0 instances. Total antenna diodes in the routed design landed at 0. The cell sitting at the root of the clock tree is a clkbuf_16. Average routed wire per standard cell landed at 13.8 um.

Final instance area landed at 8000 um^2.
==> layer usage <==
layer	routed length (um)	up-vias
met3	499	20
met2	5780	88
met1	7180	2575
met4	291	0
li1	-	2795
met5	0	-
==> metrics by stage <==
stage	instances	util (%)
global placement	981	54.6
finish	997	56.7
floorplan	797	-
global route	997	56.7
detailed placement	981	54.6
CTS	997	56.7
==> layout make-up <==
cell class	instances	area, um^2	share of cell area [%]
Multi-Input combinational cell	608	4090	51.1
Sequential cell	126	2980	37.3
Timing Repair Buffer	26	245	3.07
Clock buffer	10	229	2.86
Tap cell	180	225	2.82
Inverter	41	154	1.92
Clock inverter	6	75.1	0.939
==> state kept, by name, indices dropped and copies added, names as in the netlist, 2 cells and up <==
register	cells
C1.state	2
d1.counter	17
C1.switches2	8
anode	3
d2.counter	17
cathode	7
state	2
D1.cnt	33
D2.cnt	33
==> final timing paths <==
kind | startpoint | to | slack, ns | depth (start not counted)
max in group asynchronous | reset | D2.cnt[10] | 3.21 | 3
min in group asynchronous | reset | D1.cnt[0] | 1.17 | 2
worst max-delay path | D1.cnt[2] | D1.cnt[27] | 2.93 | 9
worst min-delay path | D1.cnt[32] | D1.cnt[32] | 0.48 | 1
worst min register to register | D1.cnt[32] | D1.cnt[32] | 0.48 | 1
worst max register to register | D1.cnt[2] | D1.cnt[27] | 2.93 | 9
==> worst max-delay path, cell delays in order (launching register included) <==
cell and delay (ns):
dfrtp_1 0.41, and3_1 0.19, and2_1 0.18, and3_1 0.28, nand3_1 0.22, nor3_1 0.47
nand4_1 0.19, inv_1 0.11, nand2_1 0.07, xnor2_1 0.13
==> where the power goes <==
group	total, W	leakage (nW)	switching, W	internal (W)
Clock	0.000670	0.145	0.000297	0.000373
Combinational	0.0000394	1.76	0.0000237	0.0000157
Sequential	0.000800	1.43	0.00000476	0.000796
==> synth_stat cells (all sizes together), types with 14 or more instances <==
master	count	area [um^2]
a21oi	27	135
and3	20	130
buf	14	109
dfrtp	70	1750
dfxtp	45	901
ha	37	463
inv	41	154
nand2	73	274
nand3	49	263
nand4	21	131
nor2	100	375
nor3	14	70.1
nor4	15	93.8
o21ai	24	128
xnor2	61	534
xor2	43	384
==> cells in the final DEF, fill, tap and decap left out, types with 7 or more instances in the layout <==
cell type | netlist | layout
a211oi_1 | 7 | 7
a21oi_1 | 27 | 27
and2_1 | 7 | 7
and3_1 | 19 | 19
clkbuf_16 | 0 | 9
clkdlybuf4s50_1 | 0 | 20
dfrtp_1 | 70 | 70
dfxtp_1 | 45 | 45
edfxtp_1 | 11 | 11
ha_1 | 37 | 37
inv_1 | 38 | 37
nand2_1 | 73 | 73
nand3_1 | 47 | 47
nand4_1 | 21 | 21
nor2_1 | 100 | 100
nor3_1 | 14 | 14
nor4_1 | 15 | 14
o21ai_0 | 20 | 20
xnor2_1 | 61 | 61
xor2_1 | 42 | 42
==> kinds of logic (layout without fill, tap and decap cells) <==
logic type,count (synthesis),count (layout)
compound gates,117,117
xor+xnor,104,104
fa+ha+maj,37,37
buf+inv,63,83
flops,126,126
mux,10,10
other cells,1,5
simple gates,335,335
Power figures rest on the tool's default switching activity, not on a simulated workload.
